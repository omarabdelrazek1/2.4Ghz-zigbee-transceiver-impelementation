$ cat flow/config.mk
export PLATFORM = sky130hd
export DESIGN_NAME = chip_to_symbol
export DESIGN_NICKNAME = chip_to_symbol
export VERILOG_FILES = /design/flow/design.v
export SDC_FILE = /design/flow/constraint.sdc
export NUM_CORES = 4
export LEC_CHECK = 1
export CORE_UTILIZATION = 40
$ cat flow/constraint.sdc
current_design chip_to_symbol

set clk_period 6.9
set clk_io_pct 0.2

create_clock -name clk0 -period $clk_period [get_ports {i_clk}]

set non_clock_inputs [all_inputs -no_clocks]
set_input_delay [expr $clk_period * $clk_io_pct] -clock clk0 $non_clock_inputs
set_output_delay [expr $clk_period * $clk_io_pct] -clock clk0 [all_outputs]
$ cat flow/run.sh
#!/bin/bash
# OpenROAD 26Q1-2900-gdf79404cd8, Yosys 0.63+post, stock flow scripts
make -C /OpenROAD-flow-scripts/flow DESIGN_CONFIG=/design/flow/config.mk WORK_HOME=/design/flow/orfs finish
$ cat flow/design.v
module chip_to_symbol 
(
input logic         i_clk,
input logic         i_rst_n,
input logic         i_stream,
input logic         i_stream_valid,
output logic [3:0]  o_symbol,
output logic        o_symbol_valid       
);
logic [4:0] r_bit_counter;
logic [31:0] r_received_chip;
logic [5:0] s_ones_counter[15:0];
logic	[31:0]	chip_values [15:0];  
initial 
begin
	chip_values[0] 		=  32'b11011001110000110101001000101110;
	chip_values[8] 		=  32'b11101101100111000011010100100010;
	chip_values[4] 		=  32'b00101110110110011100001101010010;
	chip_values[12] 	=  32'b00100010111011011001110000110101;
	chip_values[2] 		=  32'b01010010001011101101100111000011;
	chip_values[10] 	=  32'b00110101001000101110110110011100;
	chip_values[6] 		=  32'b11000011010100100010111011011001;
	chip_values[14] 	=  32'b10011100001101010010001011101101;
	chip_values[1] 		=  32'b10001100100101100000011101111011;
	chip_values[9] 		=  32'b10111000110010010110000001110111;
	chip_values[5] 		=  32'b01111011100011001001011000000111;
	chip_values[13] 	=  32'b01110111101110001100100101100000;
	chip_values[3]		=  32'b00000111011110111000110010010110;
	chip_values[11]		=  32'b01100000011101111011100011001001;
	chip_values[7] 		=  32'b10010110000001110111101110001100;
	chip_values[15] 	=  32'b11001001011000000111011110111000;
end
always_ff@(posedge i_clk , negedge i_rst_n)
begin
    if(!i_rst_n)
    begin
        r_bit_counter <= 'd0;
    end
    else if(r_bit_counter=='d31) 
    begin
        r_bit_counter <= 'd0;
    end
    else if(i_stream_valid)
    begin
        r_bit_counter <= r_bit_counter + 'd1;
    end
end
always_ff@(posedge i_clk , negedge i_rst_n)
begin
    if(!i_rst_n)
    begin
        r_received_chip <= 'd0;
		for(int i = 0 ; i<16 ; i++)
        begin
			s_ones_counter[i] <= 'd0;
		end
    end
	else if (r_bit_counter==31)
	begin
		for(int i = 0 ; i<16 ; i++)
        begin
			s_ones_counter[i] <= 'd0;
		end
	end
    else if(i_stream_valid)
    begin
        r_received_chip[r_bit_counter]<= i_stream;
        for(int i = 0 ; i<16 ; i++)
        begin
            s_ones_counter[i] <= s_ones_counter[i] + (i_stream ~^ chip_values[i][r_bit_counter]);
        end
    end    
end
	always@(*)
		begin
			if((s_ones_counter[0]>=s_ones_counter[1]) && (s_ones_counter[0]>=s_ones_counter[2]) && (s_ones_counter[0]>=s_ones_counter[3]) && (s_ones_counter[0]>=s_ones_counter[4]) && (s_ones_counter[0]>=s_ones_counter[5]) && (s_ones_counter[0]>=s_ones_counter[6]) && (s_ones_counter[0]>=s_ones_counter[7]) && (s_ones_counter[0]>=s_ones_counter[8]) && (s_ones_counter[0]>=s_ones_counter[9]) && (s_ones_counter[0]>=s_ones_counter[10]) && (s_ones_counter[0]>=s_ones_counter[11]) && (s_ones_counter[0]>=s_ones_counter[12]) && (s_ones_counter[0]>=s_ones_counter[13]) && (s_ones_counter[0]>=s_ones_counter[14]) && (s_ones_counter[0]>=s_ones_counter[15]) ) 
			begin
				o_symbol = 'd0;
			end
			else if((s_ones_counter[1]>=s_ones_counter[0]) && (s_ones_counter[1]>=s_ones_counter[2]) && (s_ones_counter[1]>=s_ones_counter[3]) && (s_ones_counter[1]>=s_ones_counter[4]) && (s_ones_counter[1]>=s_ones_counter[5]) && (s_ones_counter[1]>=s_ones_counter[6]) && (s_ones_counter[1]>=s_ones_counter[7]) && (s_ones_counter[1]>=s_ones_counter[8]) && (s_ones_counter[1]>=s_ones_counter[9]) && (s_ones_counter[1]>=s_ones_counter[10]) && (s_ones_counter[1]>=s_ones_counter[11]) && (s_ones_counter[1]>=s_ones_counter[12]) && (s_ones_counter[1]>=s_ones_counter[13]) && (s_ones_counter[1]>=s_ones_counter[14]) && (s_ones_counter[1]>=s_ones_counter[15]) ) 
			begin
				o_symbol = 'd1;
			end
			else if((s_ones_counter[2]>=s_ones_counter[0]) && (s_ones_counter[2]>=s_ones_counter[1]) && (s_ones_counter[2]>=s_ones_counter[3]) && (s_ones_counter[2]>=s_ones_counter[4]) && (s_ones_counter[2]>=s_ones_counter[5]) && (s_ones_counter[2]>=s_ones_counter[6]) && (s_ones_counter[2]>=s_ones_counter[7]) && (s_ones_counter[2]>=s_ones_counter[8]) && (s_ones_counter[2]>=s_ones_counter[9]) && (s_ones_counter[2]>=s_ones_counter[10]) && (s_ones_counter[2]>=s_ones_counter[11]) && (s_ones_counter[2]>=s_ones_counter[12]) && (s_ones_counter[2]>=s_ones_counter[13]) && (s_ones_counter[2]>=s_ones_counter[14]) && (s_ones_counter[2]>=s_ones_counter[15]) ) 
			begin
				o_symbol = 'd2;
			end
			else if((s_ones_counter[3]>=s_ones_counter[0]) && (s_ones_counter[3]>=s_ones_counter[1]) && (s_ones_counter[3]>=s_ones_counter[2]) && (s_ones_counter[3]>=s_ones_counter[4]) && (s_ones_counter[3]>=s_ones_counter[5]) && (s_ones_counter[3]>=s_ones_counter[6]) && (s_ones_counter[3]>=s_ones_counter[7]) && (s_ones_counter[3]>=s_ones_counter[8]) && (s_ones_counter[3]>=s_ones_counter[9]) && (s_ones_counter[3]>=s_ones_counter[10]) && (s_ones_counter[3]>=s_ones_counter[11]) && (s_ones_counter[3]>=s_ones_counter[12]) && (s_ones_counter[3]>=s_ones_counter[13]) && (s_ones_counter[3]>=s_ones_counter[14]) && (s_ones_counter[3]>=s_ones_counter[15]) ) 
			begin
				o_symbol = 'd3;
			end
			else if((s_ones_counter[4]>=s_ones_counter[0]) && (s_ones_counter[4]>=s_ones_counter[1]) && (s_ones_counter[4]>=s_ones_counter[2]) && (s_ones_counter[4]>=s_ones_counter[3]) && (s_ones_counter[4]>=s_ones_counter[5]) && (s_ones_counter[4]>=s_ones_counter[6]) && (s_ones_counter[4]>=s_ones_counter[7]) && (s_ones_counter[4]>=s_ones_counter[8]) && (s_ones_counter[4]>=s_ones_counter[9]) && (s_ones_counter[4]>=s_ones_counter[10]) && (s_ones_counter[4]>=s_ones_counter[11]) && (s_ones_counter[4]>=s_ones_counter[12]) && (s_ones_counter[4]>=s_ones_counter[13]) && (s_ones_counter[4]>=s_ones_counter[14]) && (s_ones_counter[4]>=s_ones_counter[15]) ) 
			begin
				o_symbol = 'd4;
			end
			else if((s_ones_counter[5]>=s_ones_counter[0]) && (s_ones_counter[5]>=s_ones_counter[1]) && (s_ones_counter[5]>=s_ones_counter[2]) && (s_ones_counter[5]>=s_ones_counter[3]) && (s_ones_counter[5]>=s_ones_counter[4]) && (s_ones_counter[5]>=s_ones_counter[6]) && (s_ones_counter[5]>=s_ones_counter[7]) && (s_ones_counter[5]>=s_ones_counter[8]) && (s_ones_counter[5]>=s_ones_counter[9]) && (s_ones_counter[5]>=s_ones_counter[10]) && (s_ones_counter[5]>=s_ones_counter[11]) && (s_ones_counter[5]>=s_ones_counter[12]) && (s_ones_counter[5]>=s_ones_counter[13]) && (s_ones_counter[5]>=s_ones_counter[14]) && (s_ones_counter[5]>=s_ones_counter[15]) ) 
			begin
				o_symbol = 'd5;
			end
			else if((s_ones_counter[6]>=s_ones_counter[0]) && (s_ones_counter[6]>=s_ones_counter[1]) && (s_ones_counter[6]>=s_ones_counter[2]) && (s_ones_counter[6]>=s_ones_counter[3]) && (s_ones_counter[6]>=s_ones_counter[4]) && (s_ones_counter[6]>=s_ones_counter[5]) && (s_ones_counter[6]>=s_ones_counter[7]) && (s_ones_counter[6]>=s_ones_counter[8]) && (s_ones_counter[6]>=s_ones_counter[9]) && (s_ones_counter[6]>=s_ones_counter[10]) && (s_ones_counter[6]>=s_ones_counter[11]) && (s_ones_counter[6]>=s_ones_counter[12]) && (s_ones_counter[6]>=s_ones_counter[13]) && (s_ones_counter[6]>=s_ones_counter[14]) && (s_ones_counter[6]>=s_ones_counter[15]) ) 
			begin
				o_symbol = 'd6;
			end
			else if((s_ones_counter[7]>=s_ones_counter[0]) && (s_ones_counter[7]>=s_ones_counter[1]) && (s_ones_counter[7]>=s_ones_counter[2]) && (s_ones_counter[7]>=s_ones_counter[3]) && (s_ones_counter[7]>=s_ones_counter[4]) && (s_ones_counter[7]>=s_ones_counter[5]) && (s_ones_counter[7]>=s_ones_counter[6]) && (s_ones_counter[7]>=s_ones_counter[8]) && (s_ones_counter[7]>=s_ones_counter[9]) && (s_ones_counter[7]>=s_ones_counter[10]) && (s_ones_counter[7]>=s_ones_counter[11]) && (s_ones_counter[7]>=s_ones_counter[12]) && (s_ones_counter[7]>=s_ones_counter[13]) && (s_ones_counter[7]>=s_ones_counter[14]) && (s_ones_counter[7]>=s_ones_counter[15]) ) 
			begin
				o_symbol = 'd7;
			end
			else if((s_ones_counter[8]>=s_ones_counter[0]) && (s_ones_counter[8]>=s_ones_counter[1]) && (s_ones_counter[8]>=s_ones_counter[2]) && (s_ones_counter[8]>=s_ones_counter[3]) && (s_ones_counter[8]>=s_ones_counter[4]) && (s_ones_counter[8]>=s_ones_counter[5]) && (s_ones_counter[8]>=s_ones_counter[6]) && (s_ones_counter[8]>=s_ones_counter[7]) && (s_ones_counter[8]>=s_ones_counter[9]) && (s_ones_counter[8]>=s_ones_counter[10]) && (s_ones_counter[8]>=s_ones_counter[11]) && (s_ones_counter[8]>=s_ones_counter[12]) && (s_ones_counter[8]>=s_ones_counter[13]) && (s_ones_counter[8]>=s_ones_counter[14]) && (s_ones_counter[8]>=s_ones_counter[15]) ) 
			begin
				o_symbol = 'd8;
			end
			else if((s_ones_counter[9]>=s_ones_counter[0]) && (s_ones_counter[9]>=s_ones_counter[1]) && (s_ones_counter[9]>=s_ones_counter[2]) && (s_ones_counter[9]>=s_ones_counter[3]) && (s_ones_counter[9]>=s_ones_counter[4]) && (s_ones_counter[9]>=s_ones_counter[5]) && (s_ones_counter[9]>=s_ones_counter[6]) && (s_ones_counter[9]>=s_ones_counter[7]) && (s_ones_counter[9]>=s_ones_counter[8]) && (s_ones_counter[9]>=s_ones_counter[10]) && (s_ones_counter[9]>=s_ones_counter[11]) && (s_ones_counter[9]>=s_ones_counter[12]) && (s_ones_counter[9]>=s_ones_counter[13]) && (s_ones_counter[9]>=s_ones_counter[14]) && (s_ones_counter[9]>=s_ones_counter[15]) ) 
			begin
				o_symbol = 'd9;
			end
			else if((s_ones_counter[10]>=s_ones_counter[0]) && (s_ones_counter[10]>=s_ones_counter[1]) && (s_ones_counter[10]>=s_ones_counter[2]) && (s_ones_counter[10]>=s_ones_counter[3]) && (s_ones_counter[10]>=s_ones_counter[4]) && (s_ones_counter[10]>=s_ones_counter[5]) && (s_ones_counter[10]>=s_ones_counter[6]) && (s_ones_counter[10]>=s_ones_counter[7]) && (s_ones_counter[10]>=s_ones_counter[8]) && (s_ones_counter[10]>=s_ones_counter[9]) && (s_ones_counter[10]>=s_ones_counter[11]) && (s_ones_counter[10]>=s_ones_counter[12]) && (s_ones_counter[10]>=s_ones_counter[13]) && (s_ones_counter[10]>=s_ones_counter[14]) && (s_ones_counter[10]>=s_ones_counter[15]) ) 
			begin
				o_symbol = 'd10;
			end
			else if((s_ones_counter[11]>=s_ones_counter[0]) && (s_ones_counter[11]>=s_ones_counter[1]) && (s_ones_counter[11]>=s_ones_counter[2]) && (s_ones_counter[11]>=s_ones_counter[3]) && (s_ones_counter[11]>=s_ones_counter[4]) && (s_ones_counter[11]>=s_ones_counter[5]) && (s_ones_counter[11]>=s_ones_counter[6]) && (s_ones_counter[11]>=s_ones_counter[7]) && (s_ones_counter[11]>=s_ones_counter[8]) && (s_ones_counter[11]>=s_ones_counter[9]) && (s_ones_counter[11]>=s_ones_counter[10]) && (s_ones_counter[11]>=s_ones_counter[12]) && (s_ones_counter[11]>=s_ones_counter[13]) && (s_ones_counter[11]>=s_ones_counter[14]) && (s_ones_counter[11]>=s_ones_counter[15]) ) 
			begin
				o_symbol = 'd11;
			end
			else if((s_ones_counter[12]>=s_ones_counter[0]) && (s_ones_counter[12]>=s_ones_counter[1]) && (s_ones_counter[12]>=s_ones_counter[2]) && (s_ones_counter[12]>=s_ones_counter[3]) && (s_ones_counter[12]>=s_ones_counter[4]) && (s_ones_counter[12]>=s_ones_counter[5]) && (s_ones_counter[12]>=s_ones_counter[6]) && (s_ones_counter[12]>=s_ones_counter[7]) && (s_ones_counter[12]>=s_ones_counter[8]) && (s_ones_counter[12]>=s_ones_counter[9]) && (s_ones_counter[12]>=s_ones_counter[10]) && (s_ones_counter[12]>=s_ones_counter[11]) && (s_ones_counter[12]>=s_ones_counter[13]) && (s_ones_counter[12]>=s_ones_counter[14]) && (s_ones_counter[12]>=s_ones_counter[15]) ) 
			begin
				o_symbol = 'd12;
			end
			else if((s_ones_counter[13]>=s_ones_counter[0]) && (s_ones_counter[13]>=s_ones_counter[1]) && (s_ones_counter[13]>=s_ones_counter[2]) && (s_ones_counter[13]>=s_ones_counter[3]) && (s_ones_counter[13]>=s_ones_counter[4]) && (s_ones_counter[13]>=s_ones_counter[5]) && (s_ones_counter[13]>=s_ones_counter[6]) && (s_ones_counter[13]>=s_ones_counter[7]) && (s_ones_counter[13]>=s_ones_counter[8]) && (s_ones_counter[13]>=s_ones_counter[9]) && (s_ones_counter[13]>=s_ones_counter[10]) && (s_ones_counter[13]>=s_ones_counter[11]) && (s_ones_counter[13]>=s_ones_counter[12]) && (s_ones_counter[13]>=s_ones_counter[15]) && (s_ones_counter[13]>=s_ones_counter[14]) ) 
			begin
				o_symbol = 'd13;
			end
			else if((s_ones_counter[14]>=s_ones_counter[0]) && (s_ones_counter[14]>=s_ones_counter[1]) && (s_ones_counter[14]>=s_ones_counter[2]) && (s_ones_counter[14]>=s_ones_counter[3]) && (s_ones_counter[14]>=s_ones_counter[4]) && (s_ones_counter[14]>=s_ones_counter[5]) && (s_ones_counter[14]>=s_ones_counter[6]) && (s_ones_counter[14]>=s_ones_counter[7]) && (s_ones_counter[14]>=s_ones_counter[8]) && (s_ones_counter[14]>=s_ones_counter[9]) && (s_ones_counter[14]>=s_ones_counter[10]) && (s_ones_counter[14]>=s_ones_counter[11]) && (s_ones_counter[14]>=s_ones_counter[12]) && (s_ones_counter[14]>=s_ones_counter[13]) && (s_ones_counter[14]>=s_ones_counter[15]) ) 
			begin
				o_symbol = 'd14;
			end
			else
				begin
				o_symbol = 'd15;
				end
			end
assign o_symbol_valid = (r_bit_counter==31);  
endmodule
==> summary.txt <==
Notes on the physical design

The instance area at placement is between 20000 and 30000 um2. STA classifies the critical path endpoint as a primary output. Max-cap violations in this run came to 0. The script logs the ratio of routed vias to standard cells as 6.25. Recorded from the global router log, the overflow total was 0. After floorplanning, the core was sized to cover a little under 60000 um2.

The number of distinct library cells after synthesis is a little over 70. The number of warnings printed during yosys synthesis is 2. The minimum clock period is between 6 and 7 ns. On the reported timing paths, the clock transition at the registers reads approximately 0.080 ns. The setup path with the least slack is of type flop to primary output. The OpenROAD report gives the critical path a data arrival time of between 5 and 6 ns. The tally of filler cells in the layout is about 5600. The count of nets left with antenna violations once routing finished came out at 0.

Counting endpoints that fail hold in the final report gives 0. In this run the worst setup path terminates at o_symbol[1].

The number of port buffers is 8. The floorplan step set the die width to roughly 250 um. Per the finish-stage timing summary, setup violations number 0. The number of global-route vias before repair is about 22000.

The script parses the final routing iteration and logs DRC violations as 0. The routability congestion estimate is between 1 and 1.5. The chip occupies 60600 um2.

The count of standard-cell rows is just under 90. The iteration count recorded for the first detailed-route pass is 5.

Per the slew report, the remaining headroom to the max-slew limit stands at 0.388. The proportion of synthesized chip area in sequential cells is 0.106. The setup TNS is 0 ns. The number of cell instances after yosys synthesis is 2887. The final period utilization is 0.943. Looking at the max-slew report, the worst-margin pin has a slew of between 0.9 and 1 ns.

The design area is roughly 26000 um2. Detailed placement ended at an HPWL of 73.2 mm. The floorplan report gives the top-level pin count as 9. The synthesized design contains between 100 and 150 register bits. The synthesized netlist has a Yosys-reported chip area of approximately 24000 um2.

The worst endpoint required time is 5.52 ns. The highest fanout seen on the critical path is 13. The post-synth count of flops with an enable pin is 0. The post-synthesis instance area is about 24000 um2.

The initial antenna violation count is 4. The diode insertion count for antenna repair is 0. The synthesized instance count is slightly below 3000. The flow ran to the end, and the final reports show no timing, DRC or antenna violations. The routed layout has 23300 vias. For this block, the routed nets add up to about 95 mm of wire. In the global route stage, overall resource usage came out at 0.321. The clock tree has to reach 101 sinks. The H-tree was split into 3 levels. After clock tree synthesis, the repair step resized 0 gates. The number of warnings reported in the stage logs is 30. OpenSTA, run right after detailed placement, puts the worst setup slack at 0.977 ns. The post-detailed-route wirelength per cell is ~25 um. The count of buffers added by post-CTS timing repair for setup is 0. The proportion of synthesized flip-flops having asynchronous set or reset is 1.00.

The area overhead of the layout relative to synthesis is 7.70%. In this run the register-to-register setup slack is 3.06 ns. The TritonCTS clock tree is done.

Per the synth stats, the flop cell with the highest instance count is dfrtp_1. Static timing analysis puts the maximum clock frequency at 154 MHz.

The least setup slack across all paths after layout is slightly below 0.4 ns. Entering global routing, the biggest net connects approximately 53 pins. Hold repair after CTS inserted 0 buffers.

The clock passes through at most 2 buffers. According to the floorplan report, the die height is about 250 um. In this run the critical register-to-register path is launched from r_bit_counter[1]. The worst setup path is launched from a flop. The maximum clock skew at final layout is ~0.023 ns. The first global-routing pass estimated approximately 140 mm of wire. The clock buffer count from CTS is 9. Setup repair after global routing left no endpoint under its margin.

The path class of the tightest hold or removal check is flop to flop. The tree is rooted in a clkbuf_16. The count of routing violations after the opening detailed-route iteration is roughly 1800. In this run the worst setup path begins at s_ones_counter[9][3].

The worst hold slack across all endpoints is 0.552 ns. A synthesized cell averages between 8 and 9 um2. The end of the worst register-to-register path is s_ones_counter[6][4]. Per the final layout report, the fraction of cells sized above drive strength 1 comes to 0.0433. Max-slew check failures listed in the final report amount to 0.

The number of cell instances on the worst register-to-register path is 14. For the worst min-delay path, the startpoint reported by OpenROAD is s_ones_counter[15][4]. The latest clock arrival within the worst-skew pair is between 0.4 and 0.5 ns.

The share of the core filled by cells before placement is 0.405.
-- cells in the mapped netlist (all sizes together), types with 13 or more instances --
master	n	area [um2]
ha	761	9520
a21oi	285	1430
nor2	189	709
inv	178	668
nand2	174	658
o21ai	173	881
dfrtp	101	2530
nor2b	93	582
nand2b	86	538
o21a	70	526
xnor2	70	613
nand4	69	432
a21o	60	452
and4	60	528
nor3	59	295
a32oi	50	438
a211oi	39	293
mux2i	35	350
nand3	33	165
a21boi	28	210
clkbuf	26	97.6
nor4	19	125
o21bai	19	150
o31ai	18	145
o22ai	15	93.8
o2111ai	14	123
nor4b	13	114
-- sequential cells by signal, summed over array words and instances, names as in the netlist --
register / count
s_ones_counter: 96
r_bit_counter: 5
-- logic make-up after synthesis --
logic type | after synthesis | synth area share
muxes | 37 | 0.0156
and+or+nand+nor | 854 | 0.193
DFF | 101 | 0.106
adders and majority gates | 761 | 0.400
AOI/OAI and AO/OA | 846 | 0.225
xor gates and xnor gates | 76 | 0.0279
buffers and inverters | 212 | 0.0334
-- layout by cell type (no fill, tap or decap), types with 17 or more instances in the layout --
cell type	count
a211oi_1	39
a21boi_0	28
a21o_1	59
a21oi_1	285
a32oi_1	50
and4_1	59
buf_4	82
dfrtp_1	101
ha_1	760
inv_1	178
mux2i_1	35
nand2_1	172
nand2b_1	86
nand3_1	33
nand4_1	69
nor2_1	189
nor2b_1	93
nor3_1	59
nor4_1	18
o21a_1	70
o21ai_0	164
o21bai_1	17
xnor2_1	70
-- stage by stage --
| stage | utilization | std cells |
|---|---|---|
| global placement | 0.431 | 3715 |
| global route | 0.436 | 3729 |
| detailed placement | 0.431 | 3715 |
| floorplan | - | 2887 |
| finish | 0.436 | 3729 |
| CTS | 0.436 | 3729 |
-- final cells by class --
| cell class | instances | area [um2] | share of cell area |
|---|---|---|---|
| well taps | 773 | 967 | 0.0377 |
| clock inverters | 4 | 75.1 | 0.00292 |
| multi-input cells | 2574 | 20500 | 0.800 |
| clock buffers | 10 | 229 | 0.00892 |
| flip-flops and latches | 101 | 2530 | 0.0985 |
| repair buffers | 88 | 676 | 0.0263 |
| inverters | 179 | 672 | 0.0262 |
-- worst max-delay path: stages, from the launching register on --
cell and delay [ns]:
dfrtp_1 0.80, inv_1 0.33, ha_1 0.39, and4_1 0.26, o21ai_0 0.19, a221o_1 0.41, a2111oi_0 0.77, o311ai_0 0.41
buf_4 0.25, o211ai_2 0.06, a31oi_1 0.10, nor2_1 0.25, clkdlybuf4s50_1 0.52
-- routing by layer --
| layer | track usage | vias to the layer above | part of all wire |
|---|---|---|---|
| met5 | 0 | - | 0.00057 |
| met4 | 0.111 | 8 | 0.045 |
| met3 | 0.0778 | 214 | 0.092 |
| met2 | 0.472 | 970 | 0.41 |
| met1 | 0.458 | 10900 | 0.45 |
| li1 | - | 11200 | - |
-- how the worst min path moves through the flow --
| stage | endpoint | slack [ns] | cells after the start |
|---|---|---|---|
| final | s_ones_counter[15][4] | 0.55 | 2 |
| after global routing | s_ones_counter[15][4] | 0.61 | 2 |
| after CTS | s_ones_counter[15][4] | 0.56 | 2 |
