[design/flow/config.mk]
export PLATFORM = sky130hd
export DESIGN_NAME = pulse_shape_receiver
export DESIGN_NICKNAME = pulse_shape_receiver
export VERILOG_FILES = /design/flow/design.v
export SDC_FILE = /design/flow/constraint.sdc
export NUM_CORES = 4
export LEC_CHECK = 1
export CORE_UTILIZATION = 40
[design/flow/constraint.sdc]
current_design pulse_shape_receiver

set clk_period 6.8
set clk_io_pct 0.2

create_clock -name clk0 -period $clk_period [get_ports {i_clk}]

set non_clock_inputs [all_inputs -no_clocks]
set_input_delay [expr $clk_period * $clk_io_pct] -clock clk0 $non_clock_inputs
set_output_delay [expr $clk_period * $clk_io_pct] -clock clk0 [all_outputs]
[design/flow/design.v]
module pulse_shape_receiver 
(
input logic         i_clk,
input logic         i_rst_n,
input logic         i_pulse_valid,
input logic [9:0]   i_pulse_shaped,
output logic        o_stream,
output logic        o_stream_valid           
);
logic [3:0] r_counter;
logic [9:0] r_pulse_received [9:0];
logic [9:0] mem_1 [9:0]; 
logic [9:0] mem_0 [9:0]; 
logic [9:0] flag_1; 
logic [9:0] flag_0; 
initial 
begin
mem_1[0]	= 10'b0000000000 ;
mem_1[1]	= 10'b0001001111 ;
mem_1[2]	= 10'b0010010110 ;
mem_1[3]	= 10'b0011001111 ;
mem_1[4]	= 10'b0011110011 ;
mem_1[5]	= 10'b0100000000 ;
mem_1[6]	= 10'b0011110011 ;
mem_1[7]	= 10'b0011001111 ;
mem_1[8]	= 10'b0010010110 ;
mem_1[9]	= 10'b0001001111 ;
mem_0[0]	= 10'b0000000000 ;
mem_0[1]	= 10'b1001001111 ;
mem_0[2]	= 10'b1010010110 ;
mem_0[3]	= 10'b1011001111 ;
mem_0[4]	= 10'b1011110011 ;
mem_0[5]	= 10'b1100000000 ;
mem_0[6]	= 10'b1011110011 ;
mem_0[7]	= 10'b1011001111 ;
mem_0[8]	= 10'b1010010110 ;
mem_0[9]	= 10'b1001001111 ;
end
always_ff@(posedge i_clk , negedge i_rst_n)
begin
    if(!i_rst_n)
    begin
        r_counter <= 'd0;
    end
    else if (r_counter == 'd9)
    begin
        r_counter <= 'd0;
    end   
    else if (i_pulse_valid)
    begin
        r_counter<= r_counter +'d1;
    end
end
always_ff@(posedge i_clk , negedge i_rst_n)
begin
    if(!i_rst_n)
    begin
        for(int i =0 ; i<10 ; i++)
        begin
            r_pulse_received[i] <='d0;    
        end
    end
    else if (r_counter=='d0)
    begin
        for(int i =0 ; i<10 ; i++)
        begin
            r_pulse_received[i] <='d0;    
        end
    end
    else if (i_pulse_valid)
    begin
        r_pulse_received[r_counter] <= i_pulse_shaped;
    end
end
always_comb
begin
    for(int i = 0; i<10 ; i++)
    begin
        flag_0[i] = (r_pulse_received[i]==mem_0[i]);
        flag_1[i] = (r_pulse_received[i]==mem_1[i]);
    end
end
always_comb
begin
    if(&flag_1 && r_counter==0)
    begin
        o_stream = 1'b1;
        o_stream_valid = 1'b1;
    end
    else if (&flag_0 && r_counter==0 )
    begin
        o_stream = 1'b0;
        o_stream_valid = 1'b1;
    end
    else
    begin
        o_stream = 1'b0;
        o_stream_valid = 1'b0;
    end   
end     
endmodule
[design/flow/run.sh]
#!/bin/bash
# OpenROAD 26Q1-2900-gdf79404cd8, Yosys 0.63+post, stock flow scripts
make -C /OpenROAD-flow-scripts/flow DESIGN_CONFIG=/design/flow/config.mk WORK_HOME=/design/flow/orfs finish
==> reports/metrics.csv <==
metric;value;unit
port_buffers;14;
holdBufCountCts;0;
synth-xor-area-share;0.213;%
fin_area;4590;um^2
antenna_found_initial;0;
final_cells;514;
crit_fanout;51;
dr_total_vias;2699;
syn_to_final_growth;11.6;%
max_freq;228;MHz
yosys.cell_types.count;36;
routed_wl;8410;um
grt_pass1_vias;2497;
cp_num_buf_inv;2;
lay_top_cells;dfrtp_1, nand2_1, nor2_1;
syn-cell-area;4110;um^2
synth-adder-area-share;0;%
h-tree-depth;3;
end_kind;output port;
cts_buffers;9;
slowest_delay;0.61;ns
dr.pass1.iters;4;
viasPerCell;5.25;
hold_viol;0;
tns;0;ns
core;9860;um^2
aoi_share;6.08;%
drv_slew;0;
layout_top_cell;dfrtp_1;
p_leak;2.14;nW
grt_use_total;17.9;%
avgSynthCellArea;11.2;um^2
cts_sinks;94;
dp_cells;498;
ff_type;dfrtp_1;
cp.arrival;3.02;ns
grt_use_met2;24.4;%
ys_sh_mux;15.5;%
status;finished, final reports clean;
cts_resized;0;
cp.required;5.44;ns
grt-ovfl-total;0;
routabilityCongestion;0.807;
clk_transition_reported_paths;0.10;ns
antenna_cells;0;
die-area;10700;um^2
clk_path_buf_depth;2;
peakVddDrop;0.165;mV
fin_hold_ws;0.477;ns
start_kind;register;
use_met3;4.71;%
grt.busiest_layer;met1;
rsz0062_at_grt;no;
warnings;25;
hpwl;5520;um
cts_root_buffer;clkbuf_8;
maxCapViolations;0;
ant_nets;0;
synthCells;366;
cpLargestDelayFamily;simple AND/OR/NAND/NOR gates;
post_cts_buffers;0;
r2r_setup_slack;4.72;ns
p_per_area;411;nW/um^2
finalSetupViolCount;0;
layout-drive-gt1-share;13.1;%
nFillCells;879;
yosysWarnings;2;
worst_path_max_delay_cell;dfrtp_1;
ys_seq_share;57.2;%
synthTopLogicFamily;simple AND/OR/NAND/NOR gates;
final_util;46.5;%
ys.flops;94;
edf_count;0;
rows;36;
relSlewSlack;43.5;%
simple_gate_share;18.7;%
skew;0.0109;ns
grt_pass1_wl;13800;um
hp-class;register to register;
initCoreUtil;41.7;%
ys_chip_area;4110;um^2
post-route-period-util;64.4;%
tightest_slew;0.847;ns
place_area;4370;um^2
async_reset_ff_share;100;%
drt_iter0_markers;161;
fin_crit;4.38;ns
die.size.y;103;um
grt_max_degree;57;
grtUsageMet1;31.1;%
clock_latency;0.35;ns
critical_path_class;register to output port;
drc;0;
tritoncts;yes;
fp.dieW;103;um
yosysCellCount;366;
path_cells;nor4_4, buf_4, nand4_1, nor4_1, and4_1, clkdlybuf4s50_1;
io_pins;15;
wl_per_cell;16.4;um
-- metal layers --
layer  vias up  share of wire (%)
li1       1299                  -
met1      1333                 51
met2        65                 43
met3         2                5.4
met4         0               0.34
met5         -                  0
-- cells by family after synthesis --
kind of cell,Yosys count
flip-flops,94
XOR/XNOR,1
buffers and inverters,21
AND/OR/NAND/NOR,151
AND-OR/OR-AND,38
multiplexers,61
-- report_power, final --
part / total (mW) / leakage, nW / internal [mW] / switching, mW
Clock: 0.393 / 0.113 / 0.202 / 0.191
Combinational: 0.535 / 0.809 / 0.249 / 0.287
Sequential: 0.957 / 1.21 / 0.793 / 0.164
Total: 1.88 / 2.14 / 1.24 / 0.642
-- synth_stat cells, types with 3 or more instances --
master | number | area, um^2
buf_2 | 7 | 35.0
buf_4 | 3 | 22.5
clkbuf_1 | 10 | 37.5
dfrtp_1 | 94 | 2350
mux2_2 | 20 | 225
mux2i_1 | 41 | 410
nand2_1 | 50 | 188
nand3_1 | 5 | 25.0
nand4_1 | 6 | 37.5
nor2_1 | 45 | 169
nor2b_1 | 11 | 68.8
nor3_1 | 3 | 15.0
nor4_1 | 5 | 31.3
nor4b_1 | 5 | 43.8
nor4bb_1 | 4 | 40.0
o21ai_0 | 32 | 160
-- worst min-delay path, stage by stage, from the launching register on --
cell and delay, ns:
dfrtp_1 0.34, nand2_1 0.04, o21ai_0 0.06
-- final cells by class --
cell class                      instances  area, um^2  share of cell area (%)
Multi-Input combinational cell        251        1680                    36.5
Clock buffer                           12         165                    3.60
Clock inverter                          4        52.6                    1.14
Tap cell                              133         166                    3.62
Timing Repair Buffer                   19         175                    3.82
Inverter                                1        3.75                  0.0818
Sequential cell                        94        2350                    51.2
-- flip-flops by register name, summed over array words and instances, names as in the netlist --
signal	flops
r_pulse_received	90
r_counter	4
-- through the flow --
stage | total power [mW] | worst slack (ns)
2_1_floorplan | 1.37 | 3.92
3_3_place_gp | 1.49 | 2.88
3_5_place_dp | 1.51 | 2.81
4_1_cts | 1.91 | 2.39
5_1_grt | 2.03 | 2.10
6_report | 1.88 | 2.42
-- path summary, 6_finish.rpt --
kind                                         from                     end  depth (start not counted)
max in group asynchronous                 i_rst_n  r_pulse_received[7][6]                          2
hold reg to reg            r_pulse_received[3][6]  r_pulse_received[3][6]                          2
setup reg to reg                     r_counter[3]  r_pulse_received[9][1]                          4
setup / recovery                     r_counter[1]          o_stream_valid                          6
hold / removal             r_pulse_received[3][6]  r_pulse_received[3][6]                          2
min in group asynchronous                 i_rst_n  r_pulse_received[2][4]                          1
No activity file was given, so power comes from the tool's default toggle rates.
