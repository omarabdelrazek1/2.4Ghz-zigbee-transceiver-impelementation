### design.v
module symbol_to_chip#(parameter SYMBOL_WIDTH = 4 , CHIP_WIDTH = 32 , NUM_OF_CHIPS = 16)  
(
input logic								i_clk,
input logic								i_rst_n,
input logic 	[SYMBOL_WIDTH-1:0]		i_symbol,
input logic								i_symbol_valid,
output logic							o_chip,
output logic							o_chip_valid,
output logic 							o_read
);
logic	[CHIP_WIDTH-1:0]	chip_values [NUM_OF_CHIPS-1:0];  
logic	[$clog2(CHIP_WIDTH)-1:0] 	r_bit_counter;  
logic 	[SYMBOL_WIDTH-1:0]			r_symbol;	    
initial 
begin
	chip_values[0] 		=  32'b11011001110000110101001000101110;
	chip_values[8] 		=  32'b11101101100111000011010100100010;
	chip_values[4] 		=  32'b00101110110110011100001101010010;
	chip_values[12] 	=  32'b00100010111011011001110000110101;
	chip_values[2] 		=  32'b01010010001011101101100111000011;
	chip_values[10] 	=  32'b00110101001000101110110110011100;
	chip_values[6] 		=  32'b11000011010100100010111011011001;
	chip_values[14] 	=  32'b10011100001101010010001011101101;
	chip_values[1] 		=  32'b10001100100101100000011101111011;
	chip_values[9] 		=  32'b10111000110010010110000001110111;
	chip_values[5] 		=  32'b01111011100011001001011000000111;
	chip_values[13] 	=  32'b01110111101110001100100101100000;
	chip_values[3]		=  32'b00000111011110111000110010010110;
	chip_values[11]		=  32'b01100000011101111011100011001001;
	chip_values[7] 		=  32'b10010110000001110111101110001100;
	chip_values[15] 	=  32'b11001001011000000111011110111000;
end
always_ff@(posedge i_clk , negedge i_rst_n)
begin
	if(!i_rst_n)
	begin
		r_symbol <= 'd0;
	end
	else if (i_symbol_valid)
	begin
		r_symbol <= i_symbol;
	end
end	
always_ff@(posedge i_clk , negedge i_rst_n)
begin
	if(!i_rst_n)
	begin
		r_bit_counter <= 'd0;
	end
	else if (i_symbol_valid || ((r_bit_counter!=CHIP_WIDTH-1)&& |r_bit_counter))
	begin
		r_bit_counter <= r_bit_counter + 'd1;
	end
	else if(r_bit_counter == CHIP_WIDTH-'d1)
	begin
		r_bit_counter <= 'd0;	
	end	
end
always_ff@(posedge i_clk , negedge i_rst_n)
begin
	if(!i_rst_n)
	begin
		o_chip <= 'd0;
		o_chip_valid <= 1'b0;
	end	
	else if ((r_bit_counter!=CHIP_WIDTH)&& |r_bit_counter)
	begin
		o_chip <= chip_values[r_symbol][r_bit_counter];
		o_chip_valid <= 1'b1;
	end
	else if (i_symbol_valid)
	begin
		o_chip <= chip_values[i_symbol][0];
		o_chip_valid <= 1'b1;
	end
	else
	begin
		o_chip <= 'd0;
		o_chip_valid <= 1'b0;
	end
end
assign o_read = (r_bit_counter==31);
endmodule	
### run.sh
#!/bin/bash
# OpenROAD 26Q1-2900-gdf79404cd8, Yosys 0.63+post, stock flow scripts
make -C /OpenROAD-flow-scripts/flow DESIGN_CONFIG=/design/flow/config.mk WORK_HOME=/design/flow/orfs finish
### constraint.sdc
current_design symbol_to_chip

set clk_period 6.1
set clk_io_pct 0.2

create_clock -name clk0 -period $clk_period [get_ports {i_clk}]

set non_clock_inputs [all_inputs -no_clocks]
set_input_delay [expr $clk_period * $clk_io_pct] -clock clk0 $non_clock_inputs
set_output_delay [expr $clk_period * $clk_io_pct] -clock clk0 [all_outputs]
### config.mk
export PLATFORM = sky130hd
export DESIGN_NAME = symbol_to_chip
export DESIGN_NICKNAME = symbol_to_chip
export VERILOG_FILES = /design/flow/design.v
export SDC_FILE = /design/flow/constraint.sdc
export NUM_CORES = 4
export LEC_CHECK = 1
export CORE_AREA = 10 10 97 97
export DIE_AREA = 0 0 107 107
==> results.toml <==
# synthesis and place-and-route metrics
[floorplan]
fp.dieH_um = 107
rows = 31
io_pins = 10
fp-utilization_pct = 27.0
core-area_sq_um = 7290
die_x_um = 107
die_area_sq_um = 11400

[logic_synthesis]
ys_chip_area_sq_um = 1970
synth_top_area_share_pct = 14.0
postSynthSeqShare_pct = 14.0
yosys_warnings = 1
synth_area_sq_um = 1970
largest_area_cell = "dfrtp_1"
edf_count = 0
synth_cell_types = 53
synth_flops = 11
topCellsByArea = "dfrtp_1 (14%), mux2i_1 (5.6%), nor3_1 (5.1%)"
ys_async_sr_fraction_pct = 100
ys_cells = 279
syn-instance-count = 279
synth_area_per_cell_sq_um = 7.05
ff_type = "dfrtp_1"

[timing]
worstMarginPinSlew_ps = 839
skew_ps = 7.95
hold_viol = 0
max_freq_mhz = 264
fin_crit_sh_pct = 62.0
grt_setup_unrepaired = "false"
timing.slew.headroom_pct = 44.1
setup-tns-final_ps = 0
setup_viol = 0
period_needed_ps = 3780
finalMaxSlewViolations = 0

[setup_path]
endpoint_kind = "flip-flop"
slowest_delay_ps = 680
crit_chain = "inv_1 -> ha_1 -> nor4b_4 -> buf_4 -> mux2i_1 -> nand2_1 -> a21oi_1 -> nor3_1 -> o41ai_1 -> a2bb2oi_1 -> o32ai_1"
worst-setup-path-type = "flip-flop to flip-flop"
cp_max_fo = 32
cp.required_ps = 6210
slowest_stage = "dfrtp_1"
crit_arrival_ps = 3890
reg2reg_depth = 11
start_kind = "flip-flop"
r2r-start = "r_bit_counter[0]"
cp-startpoint = "r_bit_counter[0]"

[layout]
fin_cells = 364
synthToLayoutAreaGrowth_pct = 7.00
layout_top_cell = "nand2_1"
final_cell_mix = "nand2_1 (25), nor2_1 (22), nor3_1 (20), o21ai_0 (20), a21oi_1 (15)"
design_area_sq_um = 2100
drive_above_1_share_pct = 7.92

[drt]
dr.pass1.iters = 5
vias = 2019
diodes = 0
ant_nets = 0
drt_wl_total_um = 5720
wire_per_inst_um = 15.7
vias_per_cell = 5.55
drtIter0Drc = 287
drc = 0

[placed_design]
dp.cells = 360
gp_congestion = 0.963
portBuffers = 9
dp.final_hpwl_um = 3890
place_area_sq_um = 2060

[hold_path]
whs_path_depth = 2
min_from = "r_bit_counter[2]"
hp-class = "flip-flop to flip-flop"

[grt]
use_met2_pct = 15.0
grt_first_pass_wirelength_um = 9410
grt_pass1_vias = 1855
grt_use_total_pct = 9.77
antenna_found_initial = 0
grt_max_degree = 33
use_met3_pct = 1.21
busiest_layer = "met2"
overflow = 0
use_met1_pct = 14.5

[pwr]
leakagePower_uw = 0.000801
power_uw = 690
powerDensity_nw_per_um2 = 328
switching_share_pct = 50.8
p_seq_share_pct = 26.2
combPwrFrac_pct = 63.2
p_switching_uw = 350
max-vdd-ir-drop_uv = 121
internal_power_uw = 340
p_clk_share_pct = 10.5

[clock_network]
cts_tree = "yes"
cts.sinks = 11
worst_skew_pair.late_latency_ps = 240
cts_setup_buffers = 0
h-tree-depth = 1
cts_buffer_depth = 2
clkSlewWorstSetupHoldPaths_ps = 50
hold_buffers = 0
ctsRootBufferMaster = "clkbuf_8"
numCtsBuffers = 3
cts_resized = 0

[job]
warnings = 29
maxCapViolCount = 0

[run_status]
outcome = "finished clean"
==> path summary, 6_finish.rpt <==
kind                               endpoint  slack [ps]
setup / recovery                     o_chip        2320
hold / removal             r_bit_counter[2]         800
setup reg to reg                     o_chip        2320
hold reg to reg            r_bit_counter[2]         800
min in group asynchronous  r_bit_counter[2]        1330
max in group asynchronous       r_symbol[1]        4420
==> worst max-delay path: cells and delay by family (launching register included) <==
kind            cells  cell delay [ps]
fa+ha+maj           1              220
mux                 1              370
compound gates      4              810
simple gates        3              670
flops               1              680
buf+inv             2              880
==> cells in the mapped netlist, types with 2 or more instances <==
cell      instances
nor3_1           20
o311ai_0          2
buf_6             2
buf_2            10
nor2b_1          11
a31oi_1           6
o221ai_1          3
ha_1              7
dfrtp_1          11
nand2_1          25
inv_1            10
and3_1            5
clkbuf_1         14
xnor2_1          10
a221oi_1          2
xor2_1            8
a21oi_1          15
nor2_1           22
a211oi_1          5
mux2_2            6
mux2i_2           2
mux2i_1          11
or3b_2            2
nand2b_1          2
o211ai_1          2
a22oi_1           2
buf_1             3
nor3b_1           5
o31ai_1           3
o21ai_0          20
nand3_1          11
==> sequential cells by signal, indices dropped and copies added, names as in the netlist <==
name,count
r_bit_counter,5
o_chip,1
o_chip_valid,1
r_symbol,4
==> stage by stage <==
stage               worst slack (ps)  utilization [%]  hold slack [ps]
floorplan                       2900                -              663
global placement                2240             28.2              789
detailed placement              2240             28.2              786
CTS                             2430             28.9              797
global route                    2070             28.9              854
finish                          2320             28.9              799
==> layer usage <==
metal  routed length (um)  vias up
met2                 2640       92
met1                 2590      939
met5                    0        -
li1                     -      978
met4                   76        0
met3                  421       10
==> power groups by stage <==
stage | registers (uW) | clock network, uW | logic (uW)
after global routing | 186 | 79.4 | 486
final | 181 | 72.8 | 436
after CTS | 178 | 75.3 | 431
==> kinds of logic after synthesis <==
group                      count (synthesis)  synth area share, %
buffers and inverters                     40                 9.22
adders and majority gates                  7                 4.45
AOI/OAI and AO/OA                         71                 23.2
muxes                                     20                 11.2
xor gates and xnor gates                  18                 8.02
DFF                                       11                 14.0
and+or+nand+nor                          112                 30.0
==> area by class of cell <==
cell class              count  area, sq um
inverters                  10         37.5
flip-flops and latches     11          275
clock buffers               4         45.0
fillers                   810         5190
multi-input cells         228         1510
repair buffers             12          113
well taps                  99          124
Power and IR drop assume default switching activity.
